`design/flow/run.sh`:
```
#!/bin/bash
# OpenROAD 26Q1-2900-gdf79404cd8, Yosys 0.63+post, stock flow scripts
make -C /OpenROAD-flow-scripts/flow DESIGN_CONFIG=/design/flow/config.mk WORK_HOME=/design/flow/orfs finish
```
`design/flow/config.mk`:
```
export PLATFORM = sky130hd
export DESIGN_NAME = MooreStateMachine
export DESIGN_NICKNAME = MooreStateMachine
export VERILOG_FILES = /design/flow/design.v
export SDC_FILE = /design/flow/constraint.sdc
export NUM_CORES = 4
export LEC_CHECK = 1
export CORE_AREA = 10 10 70 70
export DIE_AREA = 0 0 80 80
```
`design/flow/constraint.sdc`:
```
current_design MooreStateMachine

set clk_period 2.1
set clk_io_pct 0.2

create_clock -name clk0 -period $clk_period [get_ports {clk}]

set non_clock_inputs [all_inputs -no_clocks]
set_input_delay [expr $clk_period * $clk_io_pct] -clock clk0 $non_clock_inputs
set_output_delay [expr $clk_period * $clk_io_pct] -clock clk0 [all_outputs]
```
`design/flow/design.v`:
```
`timescale 1ns / 1ps
module Counter8bit(
    input clk,rst,direction,
    input [7:0] maxium,
    input pause,
    output [7:0] counter
    );
    reg [7:0] CNT;  
    always @(posedge clk or posedge rst)
    begin
        if (rst)
            CNT <= 0 ; 
        else
            if (!pause)
                case (direction)
                 1: CNT <= (CNT < maxium)? CNT+1 : 0;
                 0: if (CNT==0 | CNT > maxium) CNT <= maxium; else CNT <= CNT -1;
                endcase
             else 
                CNT <= CNT;
    end    
    assign counter = CNT;
endmodule
`timescale 1ns / 1ps
module MooreStateMachine(
    input clk,
    input rst,
    input  switch0,switch1,
    input pause,	
    input [7:0] maximum,
    output [3:0] LED
    );
    wire [7:0] CNT; 
    reg [3:0] state; 
    reg pause_reg;
    reg [7:0] last_counter, current_counter;
    parameter   init = 4'b0000,
                s_00 = 4'b0001,
                s_01 = 4'b0010,
                s_02 = 4'b0100,
                s_03 = 4'b1000;
    Counter8bit U1 (.clk(clk), .rst(rst), .direction(1), .maxium(maximum), .pause(pause_reg), .counter(CNT));
    always@(pause or switch1 or switch0)
    begin
        if(pause | (!switch0 & !switch1) | (switch0 & switch1))
            pause_reg <= 1;
        else
            pause_reg <= 0;
    end
    always@(posedge clk or posedge rst)
    begin
        if(rst)
            begin
                state <= init; 
                last_counter <= 8'b00000000; 
            end
        else if((switch0 == 1) & (switch1==0) & (current_counter == 0) & (last_counter == maximum))
             case (state)
                init: state <= s_00;
                s_00: state <= s_01;
                s_01: state <= s_02;
                s_02: state <= s_03;
                s_03: state <= init;
            endcase
        else if ((switch0 == 0) & (switch1==1) & (current_counter == 0) & (last_counter == maximum))
             case (state)
                init: state <= s_03;
                s_03: state <= s_02; 
                s_02: state <= s_01;
                s_01: state <= s_00;
                s_00: state <= init;
            endcase                       
    end
    always@(CNT)
    begin
        last_counter <= current_counter;
        current_counter <= CNT;
    end
    assign LED = state;
endmodule
```
==> out/results.tsv <==
stage	metric	value	unit
final_timing	slew margin rel.	69.9	%
final_timing	measured slew at the worst slew-check pin	452	ps
global_route	first-pass GRT wire length	1990	µm
final_timing	setup_tns	0	ps
clocking	post-CTS sizing	0	
critical_path	Worst EP required	1680	ps
placement	Routability Congestion	0.733	
outcome	run status	completed	
floorplan	Core Area	0.00342	mm²
clocking	maximum root-to-sink buffer count	2	
clocking	Hold-fix buffers, CTS	0	
routing	Via density	3.95	
critical_path	Worst Path Arrival	1410	ps
pwr	Max VDD drop	0.104	mV
yosys	post-synth top area share	23.6	%
yosys	ys flops	4	
floorplan	initial core utilization	12.4	%
placement	post-place setup slack	111	ps
yosys	count of library flops with an enable pin	0	
final_timing	# setup viols final	0	
global_route	gr usage total	3.62	%
routing	DRC	0	
global_route	vias in the first global route	470	
routing	Total Wirelength	1180	µm
clocking	clock root cell	clkbuf_4	
clocking	worst skew pair latency	230	ps
critical_path	critical path type	reg -> out	
clocking	H-tree levels	1	
final_timing	post-layout period usage	86.9	%
global_route	grt ovf	0	
critical_path	CP max stage cell	dfrtp_1	
floorplan	die height	80	µm
yosys	yosys stat cell total	47	
critical_path	Crit path max-delay family	flip-flops	
final_layout	largest register by flop count	state	
yosys	post-synthesis average cell area	9.02	µm²
final_timing	clock skew	0.378	ps
final_timing	clock period minus final worst setup slack	1830	ps
critical_path	CP Cell Sequence	clkdlybuf4s50_1	
flow_run	Tool Warnings	26	
pwr	NetSw	0.0593	mW
routing	antenna viol nets, final	0	
yosys	most instantiated cells after synthesis	4 x dfrtp_1, 4 x nand2_1, 4 x nor2b_1	
pwr	Pwr Density	359	mW/mm²
final_timing	fmax	548	MHz
yosys	largest area contributor in the netlist	dfrtp_1	
flow_run	# Max-Cap Violations	0	
routing	ANT cells	0	
final_layout	fin util	19.5	%
global_route	largest net degree at the start of global routing	16	
routing	1st-iter DRT viols	57	
placement	Final HPWL DP	914	µm
yosys	Commonest flop	dfrtp_1	
final_timing	max-slew violations	0	
clocking	CTS tree	done	
pwr	Int Power	0.179	mW
yosys	asr flop ratio synth	100	%
global_route	initial antenna violation count	0	
critical_path	Worst Path Max Fanout	15	
critical_path	CP endpoint kind	primary output	
placement	Inst Count DP	108	
yosys	Ys Warns	19	
pwr	Logic pwr share	24.3	%
routing	per-cell routed wire length	10.6	µm
final_layout	Area Growth Syn to Fin	56.9	%
floorplan	Die X	80	µm
placement	Buffers on Ports	15	
final_timing	Setup WS post-layout	275	ps
routing	Initial DRT Pass Iterations	4	
yosys	Cell area leaders	dfrtp_1 24%, nor4_4 10%, nor2b_1 5.9%, a211oi_1 5.3%, nand2_1 3.5%	
worst_hold_path	worst min path class	in -> async	
yosys	Distinct cells, synth	28	
final_layout	fraction of layout cells with a size suffix above 1	15.4	%
clocking	Clk pin slew, worst setup/hold paths	40	ps
pwr	Clock Power Share	39.1	%
final_timing	Hold Vio Cnt, Final	0	
floorplan	Rows	21	
floorplan	DIE AREA	0.00640	mm²
yosys	Mapped Area	424	µm²
critical_path	Worst path max stage delay	610	ps
yosys	sequential share of the synthesized area	23.6	%
clocking	postcts setup bufs	0	
yosys	Mapped Cells	47	
pwr	P_leak	0.226	nW
clocking	clk sinks	4	
floorplan	Ports	17	
final_timing	unrepaired setup endpoints after global routing	no	
final_layout	Non-Filler Instances	111	
final_layout	biggest regs	state (4)	
critical_path	WP buf/inv	1	
pwr	sequential power share	36.7	%
final_layout	max reg flops	4	
clocking	Num CTS Buffers	3	
pwr	Pwr Total	0.239	mW
critical_path	crit path launch type	register	
yosys	Yosys chip area	424	µm²
routing	routed vias	439	
pwr	Switching Fraction	24.8	%
## logic make-up (layout without fill, tap and decap cells)
logic type	Yosys count	count (layout)	synth area share, %
AND-OR/OR-AND	17	17	31.6
AND/OR/NAND/NOR	19	19	34.2
XOR/XNOR	1	1	2.07
flip-flops	4	4	23.6
multiplexers	2	2	5.01
buffers and inverters	4	22	3.54
## power groups by stage
| stage | Sequential (mW) | Combinational, mW | Clock [mW] |
|---|---|---|---|
| after CTS | 0.0872 | 0.0587 | 0.0998 |
| after global routing | 0.0880 | 0.0631 | 0.109 |
| final | 0.0875 | 0.0580 | 0.0933 |
## placed cells by master, fill, tap and decap left out, types with 2 or more instances in the layout
master | synthesis | final
buf_4 | 0 | 3
nand2b_1 | 2 | 2
clkbuf_4 | 0 | 3
o21ai_0 | 2 | 2
dfrtp_1 | 4 | 4
nand2_1 | 4 | 4
o21ai_1 | 2 | 2
nor2b_1 | 4 | 4
clkdlybuf4s50_1 | 0 | 15
a211oi_1 | 3 | 3
nor4_4 | 2 | 2
nor4_1 | 2 | 2
o211ai_1 | 2 | 2
## metal layers
| metal | vias up | track usage (%) | wire, µm |
|---|---|---|---|
| met1 | 204 | 4.27 | 509 |
| met5 | - | 0 | 0 |
| li1 | 227 | - | - |
| met4 | 0 | 1.41 | 24 |
| met3 | 2 | 0.682 | 51 |
| met2 | 6 | 6.26 | 596 |
## worst paths after layout
kind	from	endpoint	slack [ps]	depth (start not counted)
setup / recovery	state[0]$_DFFE_PP0P_	LED[0]	270	1
hold / removal	rst	state[2]$_DFFE_PP0P_	370	2
setup reg to reg	state[0]$_DFFE_PP0P_	state[0]$_DFFE_PP0P_	360	4
hold reg to reg	state[3]$_DFFE_PP0P_	state[3]$_DFFE_PP0P_	720	2
max in group asynchronous	rst	state[0]$_DFFE_PP0P_	1590	2
min in group clk0	state[3]$_DFFE_PP0P_	state[3]$_DFFE_PP0P_	720	2
## final cells by class
type                    instances  area, µm²
fillers                       375       2750
multi-input cells              39        309
repair buffers                 18        173
flip-flops and latches          4        100
well taps                      46       57.6
clock buffers                   3       22.5
inverters                       1       3.75
## stage by stage
step | hold WS [ps] | area (µm²)
2_1_floorplan | 186 | 424
3_3_place_gp | 612 | 643
3_5_place_dp | 618 | 643
4_1_cts | 365 | 666
5_1_grt | 374 | 666
6_report | 366 | 666
Power figures rest on the tool's default switching activity, not on a simulated workload.
